File: ./design.v
module  Signal_generator(
CLOCK_50,
signal
			);
input CLOCK_50;
output reg[15:0] signal;
reg [7:0] sinAddr = 8'b0;  
reg [15:0] sine;  
always@(posedge CLOCK_50)
begin
signal <= sine;
sinAddr <= sinAddr + 1;
end
always@(sinAddr)
	begin
		case(sinAddr)
			8'd0: sine = 16'd32768 ;  
			8'd1: sine = 16'd33572 ;
			8'd2: sine = 16'd34376 ;
			8'd3: sine = 16'd35179 ;
			8'd4: sine = 16'd35980 ;
			8'd5: sine = 16'd36779 ;
			8'd6: sine = 16'd37576 ;
			8'd7: sine = 16'd38370 ;
			8'd8: sine = 16'd39161;
			8'd9: sine = 16'd39948 ;
			8'd10: sine = 16'd40730 ;
			8'd11: sine = 16'd41508 ;
			8'd12: sine = 16'd42280 ;
			8'd13: sine = 16'd43047 ;
			8'd14: sine = 16'd43807 ;
			8'd15: sine = 16'd44561 ;
			8'd16: sine = 16'd45308 ;
			8'd17: sine = 16'd46047 ;
			8'd18: sine = 16'd46778 ;
			8'd19: sine = 16'd47501;
			8'd20: sine = 16'd48215;
			8'd21: sine = 16'd48919 ;
			8'd22: sine = 16'd49614 ;
			8'd23: sine = 16'd50299 ;	
			8'd24: sine = 16'd50973 ;
			8'd25: sine = 16'd51636 ;
			8'd26: sine = 16'd52288 ;
			8'd27: sine = 16'd52928 ;
			8'd28: sine = 16'd53556 ;
			8'd29: sine = 16'd54171 ;
			8'd30: sine = 16'd54774 ;
			8'd31: sine = 16'd55363 ;			
			8'd32: sine = 16'd55938;
			8'd33: sine = 16'd56500 ;
			8'd34: sine = 16'd57047 ;
			8'd35: sine = 16'd57580 ;
			8'd36: sine = 16'd58098 ;
			8'd37: sine = 16'd58601 ;
			8'd38: sine = 16'd59088 ;
			8'd39: sine = 16'd59559 ;		
			8'd40: sine = 16'd60014;
			8'd41: sine = 16'd60452 ;
			8'd42: sine = 16'd60874 ;
			8'd43: sine = 16'd61279;
			8'd44: sine = 16'd61667;
			8'd45: sine = 16'd62037 ;
			8'd46: sine = 16'd62390 ;
			8'd47: sine = 16'd62725 ;	
			8'd48: sine = 16'd63042 ;
			8'd49: sine = 16'd63340 ;
			8'd50: sine = 16'd63621 ;
			8'd51: sine = 16'd63882 ;
			8'd52: sine = 16'd64125 ;
			8'd53: sine = 16'd64349 ;
			8'd54: sine = 16'd64554 ;
			8'd55: sine = 16'd64740 ;
			8'd56: sine = 16'd64906;
			8'd57: sine = 16'd65054 ;
			8'd58: sine = 16'd65181 ;
			8'd59: sine = 16'd65290 ;
			8'd60: sine = 16'd65378 ;
			8'd61: sine = 16'd65447 ;
			8'd62: sine = 16'd65497 ;
			8'd63: sine = 16'd65526 ;
			8'd64: sine = 16'd65535 ;  
			8'd65: sine = 16'd65526 ;
			8'd66: sine = 16'd65497 ;
			8'd67: sine = 16'd65447;
			8'd68: sine = 16'd65378;
			8'd69: sine = 16'd65290 ;
			8'd70: sine = 16'd65181 ;
			8'd71: sine = 16'd65054 ;
			8'd72: sine = 16'd64906 ;
			8'd73: sine = 16'd64740 ;
			8'd74: sine = 16'd64554 ;
			8'd75: sine = 16'd64349 ;
			8'd76: sine = 16'd64125 ;
			8'd77: sine = 16'd63882 ;
			8'd78: sine = 16'd63621 ;
			8'd79: sine = 16'd63340 ;
			8'd80: sine = 16'd63042;
			8'd81: sine = 16'd62725;
			8'd82: sine = 16'd62390 ;
			8'd83: sine = 16'd62037 ;
			8'd84: sine = 16'd61667 ;
			8'd85: sine = 16'd61279 ;
			8'd86: sine = 16'd60874 ;
			8'd87: sine = 16'd60452 ;
			8'd88: sine = 16'd60014;
			8'd89: sine = 16'd59559 ;
			8'd90: sine = 16'd59088 ;		
			8'd91: sine = 16'd58601;
			8'd92: sine = 16'd58098;
			8'd93: sine = 16'd57580;
			8'd94: sine = 16'd57047 ;
			8'd95: sine = 16'd56500 ;
			8'd96: sine = 16'd55938 ;
			8'd97: sine = 16'd55363 ;
			8'd98: sine = 16'd54774 ;
			8'd99: sine = 16'd54171 ;
			8'd100: sine =16'd53556 ;
			8'd101: sine =16'd52928 ;
			8'd102: sine =16'd52288 ;
			8'd103: sine =16'd51636 ;
			8'd104: sine =16'd50973;
			8'd105: sine =16'd50299 ;
			8'd106: sine =16'd49614 ;
			8'd107: sine = 16'd48919 ;	
			8'd108: sine = 16'd48215 ;
			8'd109: sine = 16'd47501 ;
			8'd110: sine = 16'd46778 ;
			8'd111: sine = 16'd46047 ;
			8'd112: sine = 16'd45308 ;
			8'd113: sine = 16'd44561 ;
			8'd114: sine = 16'd43807 ;
			8'd115: sine = 16'd43047;
			8'd116: sine = 16'd42280;
			8'd117: sine = 16'd41508 ;
			8'd118: sine = 16'd40730 ;
			8'd119: sine = 16'd39948 ;
			8'd120: sine = 16'd39161 ;
			8'd121: sine = 16'd38370 ;
			8'd122: sine = 16'd37576 ;
			8'd123: sine = 16'd36779 ;
			8'd124: sine = 16'd35980 ;
			8'd125: sine = 16'd35179 ;
			8'd126: sine = 16'd34376 ;
			8'd127: sine = 16'd33572 ;
			8'd128: sine = 16'd32768;  
			8'd129: sine = 16'd31964 ;
			8'd130: sine = 16'd31160 ;
			8'd131: sine = 16'd30357 ;
			8'd132: sine = 16'd29556 ;
			8'd133: sine = 16'd28757 ;
			8'd134: sine = 16'd27960 ;
			8'd135: sine = 16'd27166 ;
			8'd136: sine = 16'd26375;
			8'd137: sine = 16'd25588 ;
			8'd138: sine = 16'd24806 ;
			8'd139: sine = 16'd24028;
			8'd140: sine = 16'd23256;
			8'd141: sine = 16'd22489 ;
			8'd142: sine = 16'd21729 ;
			8'd143: sine = 16'd20975 ;
			8'd144: sine = 16'd20228 ;
			8'd145: sine = 16'd19489 ;
			8'd146: sine = 16'd18758 ;
			8'd147: sine = 16'd18035 ;
			8'd148: sine = 16'd17321 ;
			8'd149: sine = 16'd16617 ;
			8'd150: sine = 16'd15922 ;
			8'd151: sine = 16'd15237 ;	
			8'd152: sine = 16'd14563;
			8'd153: sine = 16'd13900 ;
			8'd154: sine = 16'd13248 ;
			8'd155: sine = 16'd12608 ;
			8'd156: sine = 16'd11980 ;
			8'd157: sine = 16'd11365 ;
			8'd158: sine = 16'd10762 ;
			8'd159: sine = 16'd10173 ;
			8'd160: sine = 16'd9598 ;
			8'd161: sine = 16'd9036 ;
			8'd162: sine = 16'd8489 ;
			8'd163: sine = 16'd7956;
			8'd164: sine = 16'd7438;
			8'd165: sine = 16'd6935 ;
			8'd166: sine = 16'd6448 ;
			8'd167: sine = 16'd5977 ;
			8'd168: sine = 16'd5522 ;
			8'd169: sine = 16'd5084 ;
			8'd170: sine = 16'd4662 ;
			8'd171: sine = 16'd4257 ;
			8'd172: sine = 16'd3869 ;
			8'd173: sine = 16'd3499 ;
			8'd174: sine = 16'd3146 ;
			8'd175: sine = 16'd2811 ;
			8'd176: sine = 16'd2494;
			8'd177: sine = 16'd2196;
			8'd178: sine = 16'd1915 ;
			8'd179: sine = 16'd1654 ;
			8'd180: sine = 16'd1411 ;
			8'd181: sine = 16'd1187 ;
			8'd182: sine = 16'd982 ;
			8'd183: sine = 16'd796 ;	
			8'd184: sine = 16'd630;
			8'd185: sine = 16'd482 ;
			8'd186: sine = 16'd355 ;		
			8'd187: sine = 16'd246;
			8'd188: sine = 16'd158;
			8'd189: sine = 16'd89;
			8'd190: sine = 16'd39 ;
			8'd191: sine = 16'd10 ;	
			8'd192: sine = 16'd0 ;  
			8'd193: sine = 16'd10 ;
			8'd194: sine = 16'd39 ;
			8'd195: sine = 16'd89 ;
			8'd196: sine = 16'd158 ;
			8'd197: sine = 16'd246 ;
			8'd198: sine = 16'd355 ;
			8'd199: sine = 16'd482 ;
			8'd200: sine = 16'd630;
			8'd201: sine = 16'd796 ;
			8'd202: sine = 16'd982 ;
			8'd203: sine = 16'd1187 ;
			8'd204: sine = 16'd1411 ;
			8'd205: sine = 16'd1654 ;
			8'd206: sine = 16'd1915 ;
			8'd207: sine = 16'd2196 ;
			8'd208: sine = 16'd2494 ;
			8'd209: sine = 16'd2811 ;
			8'd210: sine = 16'd3146 ;
			8'd211: sine = 16'd3499;
			8'd212: sine = 16'd3869;
			8'd213: sine = 16'd4257 ;
			8'd214: sine = 16'd4662 ;
			8'd215: sine = 16'd5084 ;
			8'd216: sine = 16'd5522 ;
			8'd217: sine = 16'd5977 ;
			8'd218: sine = 16'd6448 ;
			8'd219: sine = 16'd6935;
			8'd220: sine = 16'd7438 ;
			8'd221: sine = 16'd7956 ;
			8'd222: sine = 16'd8489 ;
			8'd223: sine = 16'd9036 ;	
			8'd224: sine = 16'd9598;
			8'd225: sine = 16'd10173 ;
			8'd226: sine = 16'd10762;
			8'd227: sine = 16'd11365 ;
			8'd228: sine = 16'd11980 ;
			8'd229: sine = 16'd12608 ;
			8'd230: sine = 16'd13248 ;
			8'd231: sine = 16'd13900 ;
			8'd232: sine = 16'd14563;
			8'd233: sine = 16'd15237 ;
			8'd234: sine = 16'd15922 ;
			8'd235: sine = 16'd16617;
			8'd236: sine = 16'd17321;
			8'd237: sine = 16'd18035 ;
			8'd238: sine = 16'd18758 ;
			8'd239: sine = 16'd19489 ;	
			8'd240: sine = 16'd20228 ;
			8'd241: sine = 16'd20975 ;
			8'd242: sine = 16'd21729 ;
			8'd243: sine = 16'd22489 ;
			8'd244: sine = 16'd23256 ;
			8'd245: sine = 16'd24028 ;
			8'd246: sine = 16'd24806 ;
			8'd247: sine = 16'd25588 ;
			8'd248: sine = 16'd26375;
			8'd249: sine = 16'd27166 ;
			8'd250: sine = 16'd27960 ;
			8'd251: sine = 16'd28757 ;
			8'd252: sine = 16'd29556 ;
			8'd253: sine = 16'd30357 ;
			8'd254: sine = 16'd31160 ;
			8'd255: sine = 16'd31964 ;
			default: sine = 16'd0;
		endcase
	end	
endmodule
File: ./config.mk
export PLATFORM = sky130hd
export DESIGN_NAME = Signal_generator
export DESIGN_NICKNAME = Signal_generator
export VERILOG_FILES = /design/flow/design.v
export SDC_FILE = /design/flow/constraint.sdc
export NUM_CORES = 4
export LEC_CHECK = 1
export CORE_UTILIZATION = 40
File: ./run.sh
#!/bin/bash
# OpenROAD 26Q1-2900-gdf79404cd8, Yosys 0.63+post, stock flow scripts
make -C /OpenROAD-flow-scripts/flow DESIGN_CONFIG=/design/flow/config.mk WORK_HOME=/design/flow/orfs finish
File: ./constraint.sdc
current_design Signal_generator

set clk_period 4.6
set clk_io_pct 0.2

create_clock -name clk0 -period $clk_period [get_ports {CLOCK_50}]

set non_clock_inputs [all_inputs -no_clocks]
set_input_delay [expr $clk_period * $clk_io_pct] -clock clk0 $non_clock_inputs
set_output_delay [expr $clk_period * $clk_io_pct] -clock clk0 [all_outputs]
==> Slide: Implementation Results <==
Run Summary

Global routing
  – Congestion Overflow GR: 0
  – Vias in the first global route: 6556
  – Total track usage: 46.5%
  – First-pass GRT wire length: 44400 microns
  – Initial antenna violation count: 0
  – Largest net degree at the start of global routing: 74

Setup path
  – Slowest stage cell, crit path: ha_1
  – Worst path max stage delay: 900 ps
  – Worst Path Max Fanout: 20
  – Bufs and invs on worst path: 1
  – Crit path required time: 4800 ps
  – Endpoint class of the critical path: register
  – Largest delay share family, worst path: adder cells
  – CP Launch Type: register
  – Arr. time, crit path: 3440 ps
  – Cell Chain, Critical Path: inv_1 > ha_1 > nor2b_1 > nor2_2 > a221oi_1 > o32ai_1 > o31ai_1
  – CP Class: reg -> reg

Floorplanning
  – Site Rows: 41
  – Initial Utilization: 41.5%
  – IO Pins: 17
  – Die span in x: 117 microns
  – Total core area: 12800 sq um
  – Die area: 13700 sq um
  – Die y size: 117 microns

Route
  – Wire per inst: 33.0 microns
  – Vias post-DR: 7123
  – Total routed wirelength: 30600 microns
  – DRC errors left: 0
  – Antenna Violating Nets Remaining: 0
  – Initial DRC count: 1510
  – Pre-antenna DRT Iters: 9
  – Vias per cell: 7.70

Synth
  – Yosys Chip Area: 5300 sq um
  – Synth warnings: 1
  – Syn Std Cell Area: 5300 sq um
  – Seq/Total Area, Yosys: 9.06%
  – Mapped Cells: 799
  – Unique cell types: 83
  – Syn Area/Cell: 6.64 sq um
  – # Cells Yosys: 799
  – Number of flops mapped to enable cells by yosys: 0
  – Main flop type: dfxtp_1
  – Async SR Flop Fraction: 0%
  – Yosys reg bits: 24

Clock network
  – Post-cts gate resize count: 0
  – H-tree Lvls: 1
  – Hold_buf cts: 0
  – Post-CTS Setup Repair Bufs: 0
  – Clock root buffer: clkbuf_16
  – Clock buffers created by TritonCTS: 3
  – Total clock sinks: 24
  – Clk slew on worst S/H paths: 80 ps
  – Max clock buf depth: 2
  – CTS tree: built
  – Worst-skew pair later-pin latency: 280 ps

STA
  – Tmin final: 3240 ps
  – RSZ-0062 raised after global routing: no
  – Final period utilization: 70.4%
  – Slew @ Worst Pin: 829 ps
  – Final Max Slew Viols: 0
  – Max Clock Freq: 0.309 GHz
  – Final setup violation count: 0
  – Setup ws final: 1360 ps
  – Worst slew margin: 44.7%
  – Fin. Hold Viols: 0
  – Fin Setup TNS: 0 ps
  – Clock Skews: 5.30 ps

Power
  – Overall power: 446 uW
  – Seq pwr share: 46.2%
  – Max VDD drop: 0.111 mV
  – Cell Pwr Density: 82.2 nW/um^2
  – Switching share of power: 23.7%
  – Internal: 341 uW
  – Clock group share of total power: 53.8%
  – Combinational Power Share: 0%
  – Net Sw Power: 106 uW
  – Static Leakage: 1.50 nW

Final layout
  – Layout area overhead: 2.41%
  – Layout cells sized above 1: 8.64%
  – Top cells excl fill/tap: nand2_1 (78), a21oi_1 (77), o21ai_0 (73)
  – Cell Count, Final, Fillers Out: 925
  – Filler Cells Inserted: 1336
  – Most instantiated logic cell after routing: nand2_1

Flow run
  – Tool warnings: 43
  – Max cap viols: 0

Placement
  – DP Wirelength: 20900 microns
  – Routability cong.: 1.11
  – Placed insts: 920
  – IO Port Bufs: 16
  – Dpl ws: 1580 ps

Worst hold path
  – HP Class: reg -> reg

Run status
  – Status: finished clean
-- cells by family (layout without fill, tap and decap cells) --
kind of cell / after synthesis / in the layout / share of synthesized area (%)
compound gates: 335 / 335 / 43.1
xor+xnor: 7 / 7 / 1.16
mux: 6 / 6 / 1.18
other cells: 0 / 1 / 0
simple gates: 299 / 299 / 28.8
flops: 24 / 24 / 9.06
fa+ha+maj: 23 / 23 / 5.40
buf+inv: 105 / 58 / 11.3
-- synth_stat cells, drive strengths merged, types with 3 or more instances --
master	instances	area share (%)
o21a	3	0.42
nor4	5	0.59
nand2	78	5.5
and2b	4	0.66
nor2b	21	2.6
ha	22	5.2
a311oi	8	1.3
a211oi	19	2.9
o21ai	77	7.3
and2	7	0.83
o311ai	20	3.3
nand2b	30	3.7
o2bb2ai	4	0.66
dfxtp	24	9.1
or2	6	0.71
a2111oi	5	1.2
o22ai	8	0.94
a211o	5	0.83
a311o	3	0.57
o221ai	7	1.2
nor3b	5	0.71
inv	12	0.85
o211ai	22	3.2
a31oi	19	2.2
o2111ai	6	1.1
xnor2	6	0.99
mux2i	4	0.76
nand4	10	1.2
clkbuf	19	1.4
a22oi	5	0.71
nand3	30	2.8
buf	73	9.0
a32oi	3	0.50
o311a	5	0.94
or3	4	0.47
a32o	4	0.76
nor3	34	3.4
a221oi	5	0.94
o31ai	9	1.3
o32ai	4	0.66
a21oi	78	7.4
nor2	60	4.6
-- path summary, 6_finish.rpt --
kind	start	to	slack [ps]	cells past startpoint
setup reg to reg	sinAddr[1]	signal[11]	1360	7
hold reg to reg	sinAddr[0]	sinAddr[0]	600	1
hold / removal	sinAddr[0]	sinAddr[0]	600	1
setup / recovery	sinAddr[1]	signal[11]	1360	7
-- flip-flops by register name (all words and copies together), names as in the netlist --
register and cells:
sinAddr 8, signal 16
-- through the flow --
step	util (%)	instance area (sq um)	hold WS, ps
CTS	42.5	5430	571
detailed placement	41.8	5340	562
floorplan	-	5300	712
finish	42.5	5430	597
global placement	41.8	5340	553
global route	42.5	5430	609
-- worst reg2reg max path: stages (launching register included) --
cell and delay (ps):
dfxtp_1 340, inv_1 190, ha_1 900, nor2b_1 730, nor2_2 170, a221oi_1 490
o32ai_1 150, o31ai_1 200
-- per-layer routing --
metal,up-vias,track usage (%),wire (microns)
met5,-,0,0
met4,0,27.6,2820
met3,190,21.1,5040
met2,695,64.6,11900
met1,3283,58.8,10800
li1,2955,-,-
-- area by class of cell --
class / count / area, sq um / share of cell area, %
multi-input combinational: 670 / 4220 / 77.8
sequential: 24 / 490 / 9.03
timing repair buffer: 41 / 360 / 6.64
tap: 172 / 215 / 3.96
clock buffer: 4 / 88.8 / 1.64
inverter: 13 / 48.8 / 0.899
antenna: 1 / 2.50 / 0.0461
-- power by group through the flow --
stage         Clock [mW]  Combinational, mW  Sequential [mW]
finish             0.240         0.00000126            0.206
global route       0.243         0.00000126            0.206
CTS                0.239         0.00000126            0.206
Power figures rest on the tool's default switching activity, not on a simulated workload.
