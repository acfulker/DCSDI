## flow/design.v

```verilog
module VGA_Controller(reset,
                      vga_clk,
                      BLANK_n,
                      HS,
                      VS,
		    		          CoorX,
		     		          CoorY
			     );
input reset;
input vga_clk;
output reg BLANK_n;
output reg HS;
output reg VS;
output [10:0] CoorX;
output [9:0] CoorY;
parameter hori_line  = 800;        
parameter hori_back  = 48;
parameter hori_front = 16;
parameter vert_line  = 525;       
parameter vert_back  = 33;
parameter vert_front = 10;
parameter H_sync_cycle = 96;
parameter V_sync_cycle = 2;
reg  [10:0] h_cnt;
reg  [9:0] v_cnt;
wire cHD,cVD,cDEN,hori_valid,vert_valid;
assign CoorX  = ( h_cnt<(hori_line-hori_front)&& (h_cnt>=hori_back+H_sync_cycle))	?	h_cnt-hori_back-H_sync_cycle	:	11'd640;
assign CoorY  = (v_cnt<(vert_line-vert_front)&& (v_cnt>=vert_back+V_sync_cycle))	?	v_cnt-vert_back-V_sync_cycle :	10'd480; 
always@(negedge vga_clk,posedge reset)
begin
  if (reset)
  begin
     h_cnt<=11'd0;  
     v_cnt<=10'd0;  
  end
  else
    begin
      if (h_cnt==hori_line-1)  
      begin 
         h_cnt<=0;
         if (v_cnt==vert_line-1)  
            v_cnt<=0;
         else
            v_cnt<=v_cnt+1;
      end
      else
         h_cnt<=h_cnt+1;  
    end
end
assign cHD = (h_cnt<H_sync_cycle) ? 1'b0:1'b1;
assign cVD = (v_cnt<V_sync_cycle) ? 1'b0:1'b1;
assign hori_valid = (h_cnt<(hori_line-hori_front)&& h_cnt>=hori_back+H_sync_cycle)? 1'b1: 1'b0;
assign vert_valid = (v_cnt<(vert_line-vert_front)&& v_cnt>=vert_back+V_sync_cycle)? 1'b1: 1'b0;
assign cDEN = hori_valid && vert_valid ;
always@(negedge vga_clk)
begin
  HS<=cHD;
  VS<=cVD;
  BLANK_n<=cDEN;
end
endmodule
```

## flow/run.sh

```bash
#!/bin/bash
# OpenROAD 26Q1-2900-gdf79404cd8, Yosys 0.63+post, stock flow scripts
make -C /OpenROAD-flow-scripts/flow DESIGN_CONFIG=/design/flow/config.mk WORK_HOME=/design/flow/orfs finish
```

## flow/constraint.sdc

```tcl
current_design VGA_Controller

set clk_period 3.6
set clk_io_pct 0.2

create_clock -name clk0 -period $clk_period [get_ports {vga_clk}]

set non_clock_inputs [all_inputs -no_clocks]
set_input_delay [expr $clk_period * $clk_io_pct] -clock clk0 $non_clock_inputs
set_output_delay [expr $clk_period * $clk_io_pct] -clock clk0 [all_outputs]
```

## flow/config.mk

```make
export PLATFORM = sky130hd
export DESIGN_NAME = VGA_Controller
export DESIGN_NICKNAME = VGA_Controller
export VERILOG_FILES = /design/flow/design.v
export SDC_FILE = /design/flow/constraint.sdc
export NUM_CORES = 4
export LEC_CHECK = 1
export CORE_AREA = 10 10 110 110
export DIE_AREA = 0 0 120 120
```

==> Implementation_results.wiki <==
=== Synthesis and place and route ===
{| class="wikitable"
! Metric !! Value
|-
| Run status || finished with violations
|-
| Failing checks || setup timing
|-
| Number of antenna violations at the first check in global routing || 0
|-
| Pin count of the biggest net entering global routing || 22
|-
| Post-Synthesis Mean Instance Area || ~9.4 um2
|-
| Port Buffers || 25
|-
| Final hold violation count || 0
|-
| Proportion of power drawn by the clock network || 38.6%
|-
| Post-Route Hold Slack || 0.551 ns
|-
| Row count || 36
|-
| HPWL reported at the end of detailed placement || 3360 um
|-
| Total wire length after detailed routing || approximately 4600 um
|-
| Top layer reached by signal wires || met4
|-
| Final tally of setup violations || 21
|-
| CP delay by family, top || flip-flops
|-
| Portion of total power attributed to sequential cells || 60.0%
|-
| Total of max-cap violations || 0
|-
| Required time of the critical path || 2.88 ns
|-
| Chip area line of the yosys report || 0.00166 mm2
|-
| Combined global-route utilization of all metal layers || 6.45%
|-
| Worst Max-Slew Pin Slew || 0.906 ns
|-
| Wire length of the first global-routing pass || 8010 um
|-
| Detailed-routed wire length on met3 || 90 um
|-
| Distinct lib cells || between 40 and 50
|-
| Launching element of the worst setup path || h_cnt[5]
|-
| Number of flops mapped to enable cells by yosys || 0
|-
| Start-to-end type of the worst setup path || reg2out
|-
| Fin. max-slew vios || 0
|-
| Area overhead of the layout relative to synthesis || 69.3%
|-
| Worst slew margin relative to its limit || 39.3%
|-
| CTS sink count || 24
|-
| Proportion of synthesized flip-flops having asynchronous set or reset || 87.5%
|-
| TritonCTS clock tree || built
|-
| Slowest cell on the critical path || dfrtn_1
|-
| Core area || about 0.0098 mm2
|-
| Met2 wire len || 2300 um
|-
| Metal1 wirelength || 2160 um
|-
| Number of instances in the synthesized netlist || between 150 and 200
|-
| Synthesis-stage register bit count || 24
|-
| Proportion of netlist area held by the largest area contributor || between 30% and 40%
|-
| Stage-log warning count || 34
|-
| Max FO, Critical Path || 4
|-
| Iteration count of the initial detailed-routing pass || 4
|-
| Placer congestion estimate || 0.850
|-
| Worst setup EP type || output port
|-
| Maximum root-to-sink buffer count || 2
|-
| Final WS setup || -0.919 ns
|-
| Sequential area share after synthesis || 35.3%
|-
| Part of the total power dissipated in combinational logic || 1.5%
|-
| Maximum single-stage delay on the critical path || 0.52 ns
|-
| Total power per unit cell area || 161 mW/mm2
|-
| Cts bufs inserted || 3
|-
| Most used flip-flop cell || dfrtn_1
|-
| Depth of the CTS H-tree || 1
|-
| Cell types with the highest counts after synthesis || dfrtn_1 (21), nor2_1 (18), nand2_1 (14)
|-
| Fraction of final layout cells sized beyond drive strength 1 || 53.4%
|-
| Most common cell in the synthesized netlist || dfrtn_1
|-
| Die X || 120 um
|-
| Kind of start point of the critical path || flop
|-
| Total via count in the routed design || 1614
|-
| Cells in synth_stat.txt || 176
|-
| Antenna diodes || 0
|-
| Maximum vdd drop || a little over 0.00009 V
|-
| Top Ports || 26
|-
| Setup clock skew after layout || 0.0513 ns
|-
| Iteration-0 DRC Markers || 46
|-
| Proportion of total power due to net switching || between 20% and 30%
|-
| DP Worst Slack || -0.830 ns
|-
| Ranking of synthesized cells by area || dfrtn_1 (32%), xnor2_1 (6.3%), ha_1 (4.5%)
|-
| Hold Crit Start || h_cnt[0]
|-
| Area of the die || 0.0144 mm2
|-
| Worst hold path class || reg2reg
|-
| Post-DR wirelength/cell || between 10 and 15 um
|-
| Y dimension of the die || ~120 um
|-
| Critical path buffers and inverters || 4
|-
| Critical-path cell list || inv_2 > ha_4 > nor2b_4 > a2111oi_4 > or3_4 > buf_6 > buf_6 > nor2_2 > buf_2
|-
| Critical path data arrival time || between 3 and 4 ns
|-
| Cell accounting for the most synthesized area || dfrtn_1
|-
| Clock transition at path regs || 0.05 ns
|-
| Remaining global-route overflow || 0
|-
| Most numerous cell on the critical path || buf_6
|-
| Number of vias per cell || 3.94
|-
| Clk ins delay skew pair || 0.33 ns
|-
| Initial core utilization || 16.9%
|-
| Via count of the first global-routing pass || 1623
|-
| DRC || 0
|-
| Root buf cell || clkbuf_8
|-
| Count of nets left with antenna violations after detail routing || 0
|-
| Cell Int Power || 356 uW
|-
| RSZ-0062 raised after global routing || true
|-
| Synthesized cell area || 0.00166 mm2
|-
| Startpoint of the worst-slack reg-to-reg timing path || h_cnt[1]
|-
| Static Leakage || ~1.4 nW
|-
| Synthesis warning total || 1
|-
| Switch Pwr || 95.6 uW
|}
## worst register-to-register path: stages, from the launching register on
cell,delay (ns)
dfrtn_1,0.47
buf_4,0.16
ha_1,0.20
nand3_1,0.27
nor3_2,0.77
a21boi_0,0.24
o21ai_0,0.10
## per-stage QoR
| stage | TNS [ns] | std cells | util [%] | power (mW) | area (um2) |
|---|---|---|---|---|---|
| floorplan | -5.27 | 176 | - | 0.286 | 1700 |
| global placement | -15.68 | 373 | 24.7 | 0.289 | 2420 |
| detailed placement | -15.52 | 373 | 24.7 | 0.289 | 2420 |
| CTS | -16.88 | 401 | 27.3 | 0.458 | 2670 |
| global route | -18.31 | 410 | 28.7 | 0.474 | 2800 |
| finish | -16.29 | 410 | 28.7 | 0.451 | 2800 |
## area by class of cell
type,count,area [um2]
fill,1002,6970
clock buffer,4,45.0
clock inverter,3,11.3
sequential,24,586
tap,133,166
inverter,8,30.0
timing repair buffer,104,818
multi-input combinational,134,1150
## power by group through the flow
| stage | clock network, mW | logic (mW) | registers, mW |
|---|---|---|---|
| after CTS | 0.180 | 0.00710 | 0.270 |
| after global routing | 0.196 | 0.00792 | 0.270 |
| final | 0.174 | 0.00659 | 0.270 |
## sequential cells by signal (all words and copies together) (netlist names)
| register | flops |
|---|---|
| h_cnt | 11 |
| VS | 1 |
| HS | 1 |
| BLANK_n | 1 |
| v_cnt | 10 |
## per-layer routing
layer  vias to the layer above  track usage [%]
li1                        819                -
met1                       775             8.59
met2                        16             11.2
met3                         4            0.762
met4                         0            0.830
met5                         -                0
## cells by family (layout without fill, tap and decap cells)
kind of cell             count (synthesis)  after routing  share of synthesized area (%)
AND-OR/OR-AND                           26             26                           12.5
AND/OR/NAND/NOR                         83             83                           31.8
adder cells (fa/ha/maj)                  6              6                           4.53
buffers and inverters                   18            119                           5.66
multiplexers                             1              1                          0.604
XOR/XNOR                                18             18                           9.52
flip-flops                              24             24                           35.3
## placed cells by master (no fill, tap or decap), types with 4 or more instances in the layout
cell type | netlist | layout
and2_4 | 0 | 4
and3_1 | 5 | 4
buf_2 | 6 | 15
buf_4 | 1 | 66
buf_6 | 2 | 18
dfrtn_1 | 21 | 21
dlygate4sd2_1 | 0 | 4
ha_1 | 6 | 4
inv_1 | 9 | 10
nand2_1 | 14 | 13
nand3_1 | 9 | 8
nand4_1 | 4 | 4
nor2_1 | 18 | 10
nor2_2 | 0 | 8
o21ai_0 | 10 | 7
xnor2_1 | 12 | 11
xor2_1 | 6 | 6
## final timing paths
path,cells after the start,slack (ns),endpoint
worst max register to register,6,1.23,v_cnt[2]
max in group asynchronous,3,0.87,h_cnt[10]
min in group asynchronous,3,2.48,h_cnt[9]
worst min-delay path,2,0.55,h_cnt[0]
worst min register to register,2,0.55,h_cnt[0]
worst max-delay path,9,-0.92,CoorX[6]
## repair_timing
action	in CTS	in global routing
pin swaps	24	14
gates resized	97	18
buffers inserted	23	9
setup endpoints to repair	24	21
hold buffers	0	0
No activity file was given, so power comes from the tool's default toggle rates.
